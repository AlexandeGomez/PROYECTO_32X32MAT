--- flow/config.mk ---
export PLATFORM = sky130hd
export DESIGN_NAME = contadorDirRamOut
export DESIGN_NICKNAME = contadorDirRamOut
export VERILOG_FILES = /design/flow/design.v
export SDC_FILE = /design/flow/constraint.sdc
export NUM_CORES = 4
export LEC_CHECK = 1
export CORE_AREA = 10 10 70 70
export DIE_AREA = 0 0 80 80
--- flow/constraint.sdc ---
current_design contadorDirRamOut

set clk_period 2.1
set clk_io_pct 0.2

create_clock -name clk0 -period $clk_period [get_ports {clk}]

set non_clock_inputs [all_inputs -no_clocks]
set_input_delay [expr $clk_period * $clk_io_pct] -clock clk0 $non_clock_inputs
set_output_delay [expr $clk_period * $clk_io_pct] -clock clk0 [all_outputs]
--- flow/design.v ---
module contadorDirRamOut #(parameter DIM=3)(
	input clk, rst,
	input signalUp,
	input signalup_recover,
	output reg [$clog2(DIM*DIM-1) :0] cnt 
);
always@(posedge clk, negedge rst) begin
	if(!rst) begin
		cnt <= 0;
	end
	else begin
		if(signalUp == 1'b1 || signalup_recover==1'b1) begin
			if(cnt==(DIM*DIM-1))
				cnt <= 0;
			else
				cnt <= cnt + 1'b1;
		end
		else
		cnt <= cnt;
	end
end 
endmodule
--- flow/run.sh ---
#!/bin/bash
# OpenROAD 26Q1-2900-gdf79404cd8, Yosys 0.63+post, stock flow scripts
make -C /OpenROAD-flow-scripts/flow DESIGN_CONFIG=/design/flow/config.mk WORK_HOME=/design/flow/orfs finish
==> results.cfg <==
; implementation run metrics
[outcome]
outcome = complete, no violations

[routing]
route.detailed.drc = 0
vias = 212
via_per_inst = 2.65
postRouteAntennaNets = 0
drtPass1Iterations = 3
drt-total-wl_microns = 561
drt_iter0_drc = 6
routedWlPerCell_microns = 7.01
num_antenna_cells = 0

[synth]
topCombFamilyByArea = simple AND/OR/NAND/NOR gates
aoi_share = 0.120
top_cells_by_area = dfrtp_1 (46%), ha_1 (11%), o21ai_0 (9.1%)
ys_area_sq_um = 219
netlist_area_sq_um = 219
synthCells = 24
simple_gate_share = 0.223
top_area_cell = dfrtp_1
ys_ff = 4
ys_cells = 24
top_area_frac = 0.457
ys.warnings.count = 1
ys_sh_mux = 0.0514
syn_area_per_cell_sq_um = 9.12
synth_adder_area_share = 0.114
yosys.area_share.xor_xnor = 0
yosysSeqAreaShare = 0.457
synth.distinct_cells = 11

[worst_setup_path]
ff2ff_path_depth = 3
critical_path_required_ps = 1680
path_delay_family = buffers and inverters
crit_slowest_cell = clkdlybuf4s50_1
reg2reg_slack_ps = 940
rr_startpoint = cnt[0]
path_class = reg -> out
cp.depth = 1
endpoint_kind = output pin
startpoint = cnt[2]
arrival_ps = 1200
worst_setup_path_start_kind = register
cp_num_buf_inv = 1
crit_chain = clkdlybuf4s50_1
worst_path_largest_cell_delay_ps = 520
worst_r2r_endpoint = cnt[3]
path_max_fanout = 7
crit_path_end = cnt[2]

[placed_design]
dp_hpwl_microns = 450
gp_congestion = 0.762
placed_area_sq_um = 347
port_buffers = 7

[die]
fp_util = 0.0641
io_pins = 8
core_area_sq_um = 3420
dieWidth_microns = 80
core.rowCount = 21
die_h_microns = 80
chip_area_sq_um = 6400

[clock_tree]
cts_buffers = 3
postCtsHoldBufs = 0
cts_max_level = 1
cts.sinks = 4
cts_buffer_depth = 2
clk_pin_slew_worst_paths_ps = 40
cts_tree = yes
root_buffer = clkbuf_4
cts_setup_buffers = 0
worstSkewPairLatency_ps = 230
cts_resized = 0

[run]
warnings = 26
maxCapViolations = 0

[hold_path]
min_path_type = in -> async

[final_layout]
fin_area_sq_um = 369
largest_reg_flops = 4
mi_logic_area_sq_um = 111
syn_to_final_growth_pct = 68.6
ff_latch_area_sq_um = 100
top_regs = cnt: 4 flops
layout-drive-gt1-share = 0.118
top_register = cnt
nFillCells = 403

[final_timing]
finalMaxSlewViolations = 0
worstMarginPinSlew_ps = 270
final_hold_viol_count = 0
period_needed_ps = 1620
slew-limit-headroom = 0.819
rsz0062_at_grt = no
fmax_ghz = 0.619
skew_ps = 0.967
finalSetupViolCount = 0
setup_tns_ps = 0
post-route-period-util = 0.769

[pwr]
p_leak_nw = 0.145
powerDensity_nw_per_um2 = 1170
irDropWorstVdd_v = 0.000543

[global_routing]
antenna_found_initial = 0
grt_pass1_wl_microns = 1060
grt_start_max_net_pins = 8
overflow = 0
grtUsageTotal = 0.0209
grt_pass1_vias = 259
## kinds of logic after synthesis
family | count (synthesis)
buf+inv | 2
compound gates | 5
simple gates | 10
flops | 4
fa+ha+maj | 2
mux | 1
## routing by layer
| metal | track usage | share of wire | vias up |
|---|---|---|---|
| met5 | 0 | 0 | - |
| met4 | 0.00352 | 0 | 0 |
| met3 | 0.0205 | 0.14 | 0 |
| met2 | 0.0257 | 0.32 | 10 |
| met1 | 0.0254 | 0.54 | 97 |
| li1 | - | - | 105 |
## Yosys cell counts
cell and instances:
dfrtp_1 4, nand2_1 4, o21ai_0 4, ha_1 2, inv_1 2, nand3_1 2
nor2_1 2, mux2_2 1, nand2b_1 1, o22ai_1 1, or4b_1 1
## cell usage in the layout (no fill, tap or decap)
master / Yosys / routed
nor2_1: 2 / 2
inv_1: 2 / 2
nand2_1: 4 / 4
dfrtp_1: 4 / 4
mux2_2: 1 / 1
or4b_1: 1 / 1
clkbuf_4: 0 / 3
clkdlybuf4s50_1: 0 / 7
o22ai_1: 1 / 1
ha_1: 2 / 2
nand3_1: 2 / 2
nand2b_1: 1 / 1
o21ai_0: 4 / 4
## cell type report
type	instances	area share
multi-input combinational	18	0.302
sequential	4	0.271
timing repair buffer	7	0.190
tap	46	0.156
clock buffer	3	0.0610
inverter	2	0.0203
## stage by stage
step / std cells / power (mW) / util / setup WS (ps) / hold WS [ps]
2_1_floorplan: 24 / 0.232 / - / 1020 / 124
3_3_place_gp: 77 / 0.330 / 0.101 / 481 / 550
3_5_place_dp: 77 / 0.341 / 0.101 / 463 / 571
4_1_cts: 80 / 0.442 / 0.108 / 474 / 391
5_1_grt: 80 / 0.490 / 0.108 / 425 / 396
6_report: 80 / 0.432 / 0.108 / 484 / 397
## how the worst min path moves through the flow
stage	from	end	slack, ps	depth (start not counted)
CTS	rst	cnt[1]	390	1
global route	rst	cnt[0]	400	1
finish	rst	cnt[2]	400	1
## power by group
group / internal (mW) / switching, mW
combinational: 0.114 / 0.0584
sequential: 0.115 / 0.0517
clock: 0.0638 / 0.0304
total: 0.292 / 0.140
Power and IR drop assume default switching activity.
