## flow/run.sh

```bash
#!/bin/bash
# OpenROAD 26Q1-2900-gdf79404cd8, Yosys 0.63+post, stock flow scripts
make -C /OpenROAD-flow-scripts/flow DESIGN_CONFIG=/design/flow/config.mk WORK_HOME=/design/flow/orfs finish
```

## flow/config.mk

```make
export PLATFORM = sky130hd
export DESIGN_NAME = stateMachOperateSignals
export DESIGN_NICKNAME = stateMachOperateSignals
export VERILOG_FILES = /design/flow/design.v
export SDC_FILE = /design/flow/constraint.sdc
export NUM_CORES = 4
export LEC_CHECK = 1
export CORE_AREA = 10 10 70 70
export DIE_AREA = 0 0 80 80
```

## flow/constraint.sdc

```tcl
current_design stateMachOperateSignals

set clk_period 2.0
set clk_io_pct 0.2

create_clock -name clk0 -period $clk_period [get_ports {clk}]

set non_clock_inputs [all_inputs -no_clocks]
set_input_delay [expr $clk_period * $clk_io_pct] -clock clk0 $non_clock_inputs
set_output_delay [expr $clk_period * $clk_io_pct] -clock clk0 [all_outputs]
```

## flow/design.v

```verilog
module stateMachOperateSignals #(parameter DIM=3)(
    input clk,
    input rst,
    input signal,
    output reg signalGenAddr,
    output reg signalAcum
);
reg [1:0] cnt; 
reg firstime; 
reg	[1:0] state;
localparam IDLE = 0, GENADDR = 1, WAIT = 2, ACUMULATE = 3;
always @(posedge clk, negedge rst) begin
	if (!rst) begin
        firstime <= 0;
        cnt <= 0;     
		state <= IDLE;
	end
	else
		case (state)
			IDLE:
                begin
                    if(signal==1'b1) begin
                        state <= GENADDR;
                    end
                    else begin
                        state <= IDLE;
                    end
                    signalAcum <= 0;
                    signalGenAddr <= 0;
                end
			GENADDR:  
                begin
                    signalGenAddr <= 1'b1;
                    state <= WAIT;
                end
			WAIT:
				begin
                    signalAcum <= 0;
                    signalGenAddr <= 0;
                    if(cnt==3) begin
                        cnt <= 0;
                        state <= ACUMULATE;
                    end
                    else begin
                        state <= WAIT;
                        cnt <= cnt + 1'b1;
                    end
                end
			ACUMULATE:
				begin
                    signalAcum <= 1'b1;
                    state <= IDLE;
                end
		endcase
end
endmodule
```

==> impl_metrics.yaml <==
# synthesis and place-and-route metrics
clock_tree:
  ctsHtreeMaxLevel: 1
  cts.sinks: 8
  cts_tree: "done"
  clock_latency_ns: 0.25
  holdBufCountCts: 0
  clk_path_buf_depth: 2
  path_clk_slew_ns: 0.05
  cts_setup_buffers: 0
  root_buffer: "clkbuf_4"
  numCtsBuffers: 3
  ctsResizeCount: 0
power_and_ir_drop:
  power_density_nw_per_um2: 703.3
  p_leak_nw: 0.1833
  max-vdd-ir-drop_mv: 0.1531
final_timing:
  tightestPinTransition_ns: 0.3215
  rsz0062_at_grt: "no"
  fin_crit_sh: 0.7087
  setup_viol: 0
  max_slew_margin: 0.7850
  skew_ns: 0.003749
  period_minus_slack_ns: 1.417
  max_freq_mhz: 705.5
  slew_violations: 0
  fin_tns_setup_ns: 0
  hold_violations: 0
  hold_ws_ns: 0.4076
global_route:
  grt_max_degree: 9
  antenna_found_initial: 0
  grt_pass1_vias: 199
  overflow: 0
  grt_pass1_wl_um: 890
  grt_use_total: 0.01865
worst_setup_path:
  path_class: "register to primary output"
  critPathBufInv: 1
  cp_slowest_stage_delay_ns: 0.45
  crit_arrival_ns: 1.02
  crit_path_end_kind: "primary output"
  critPathTopFamily: "buffers and inverters"
  slowest_stage: "clkdlybuf4s50_1"
  worstPathMaxFanout: 1
  startpoint_type: "register"
  rr_startpoint: "cnt[0]$_DFFE_PN0P_"
  crit_start: "signalGenAddr$_DFFE_PP_"
  cp.required_ns: 1.60
  cp_cell_sequence: "clkdlybuf4s50_1"
synth:
  synth_cells: 20
  netlist_top_cells_area: "dfrtp_1, edfxtp_1, dfstp_2"
  yosys.stat.chipArea_um2: 307.8
  yosysUniqueCellTypes: 13
  synth_area_um2: 307.8
  ys_seq_frac: 0.6870
  top_area_frac: 0.4065
  avgSynthCellArea_um2: 15.39
  yosys_warnings: 1
  yosys_cells: 20
  numSynthFlops: 8
  largest_area_cell: "dfrtp_1"
layout:
  lay_top_count: "dfrtp_1"
  layoutNonFillerInstCount: 74
  final_util: 0.1264
  drive_gt1_frac: 0.2143
  mostFrequentLayoutCells: "dfrtp_1, clkdlybuf4s50_1, clkbuf_4"
  areaGrowthSynthToFinish_pct: 40.24
  fillers: 394
routing:
  totalWireLength_um: 452
  vias_per_cell: 2.432
  route.met3.wl_um: 102
  drt_iter0_drc: 11
  vias: 180
  wl_met2_um: 176
  drc_errors: 0
  route.detailed.wl_per_inst_um: 6.108
  ant_nets: 0
  routed.top_layer: "met3"
  drt_pass1_iterations: 3
  insertedDiodeCount: 0
  m1WireLength_um: 174
die:
  ios: 5
  die_width_um: 80
  die-area_um2: 6400
  fp.coreArea_um2: 3416
  core_util_floorplan: 0.09011
  fp-row-count: 21
  die_y_um: 80
placed_design:
  dpl.cell_count: 70
  gp_congestion: 0.6981
  place.port_buffers: 4
job:
  warning_count: 25
  drv_cap: 0
min_path:
  hold_path_class: "input port to async pin"
outcome:
  status: "completed"
[stage by stage]
step,setup slack (ns),power (mW),cell area [um^2]
4_1_cts,0.5544,0.3131,431.7
3_5_place_dp,0.4262,0.1774,405.4
6_report,0.5825,0.3036,431.7
2_1_floorplan,0.9801,0.1705,307.8
3_3_place_gp,0.4295,0.1772,405.4
5_1_grt,0.5080,0.3267,431.7
[cell usage after synthesis]
cell type and n:
a21o_1 1, and2_1 1, and2_2 1, dfrtp_1 5
dfstp_2 1, edfxtp_1 2, ha_1 1, inv_1 1
mux2_4 1, mux2i_1 1, nand2b_1 2, nor2_1 1
o31a_1 2
[power breakdown]
part | total, mW | switching (mW) | internal, mW
registers | 0.167 | 0 | 0.167
logic | 0.00726 | 0.00350 | 0.00376
clock network | 0.129 | 0.0531 | 0.0762
total | 0.304 | 0.0566 | 0.247
[cells by family (layout without fill, tap and decap cells)]
group	Yosys count	count (layout)	synth area share
AOI/OAI and AO/OA	3	3	0.08132
and+or+nand+nor	5	5	0.09756
buffers and inverters	1	9	0.01218
muxes	2	2	0.08129
adders and majority gates	1	1	0.04064
DFF	8	8	0.6870
[state kept, by name, indices dropped and copies added, names as in the netlist]
register and flops:
signalGenAddr 1, signalAcum 1, state 4, cnt 2
[cell type report]
cell class | count | area (um^2) | share of cell area
Timing Repair Buffer | 4 | 40.04 | 0.09275
Sequential cell | 8 | 211.5 | 0.4899
Clock buffer | 4 | 26.28 | 0.06087
Multi-Input combinational cell | 11 | 92.59 | 0.2145
Tap cell | 46 | 57.56 | 0.1333
Inverter | 1 | 3.754 | 0.008696
[layer usage]
| metal | track usage | vias to the layer above |
|---|---|---|
| met3 | 0.02727 | 0 |
| met4 | 0.003521 | 0 |
| li1 | - | 86 |
| met2 | 0.02167 | 9 |
| met5 | 0 | - |
| met1 | 0.01829 | 85 |
[path summary, 6_finish.rpt]
check                                            end  slack (ns)  cells past startpoint
worst max-delay path                   signalGenAddr        0.58                      1
worst min-delay path              state[2]$_DFF_PN0_        0.41                      1
worst max register to register    cnt[1]$_DFFE_PN0P_        0.95                      2
worst min register to register  signalAcum$_DFFE_PP_        0.47                      0
max in group asynchronous         state[0]$_DFF_PN1_        1.30                      1
min in group clk0               signalAcum$_DFFE_PP_        0.47                      0
Power and IR drop assume default switching activity.
